**./run.sh**
```bash
#!/bin/bash
# OpenROAD 26Q1-2900-gdf79404cd8, Yosys 0.63+post, stock flow scripts
make -C /OpenROAD-flow-scripts/flow DESIGN_CONFIG=/design/flow/config.mk WORK_HOME=/design/flow/orfs finish
```
**./config.mk**
```make
export PLATFORM = sky130hd
export DESIGN_NAME = rmii_mii
export DESIGN_NICKNAME = rmii_mii
export VERILOG_FILES = /design/flow/design.v
export SDC_FILE = /design/flow/constraint.sdc
export NUM_CORES = 4
export LEC_CHECK = 1
export CORE_UTILIZATION = 30
```
**./constraint.sdc**
```tcl
current_design rmii_mii

set clk_period 1.6
set clk_io_pct 0.2

create_clock -name clk0 -period $clk_period [get_ports {mii_txclk}]
create_clock -name clk1 -period $clk_period [get_ports {rmii_refclk}]

set non_clock_inputs [all_inputs -no_clocks]
set_input_delay [expr $clk_period * $clk_io_pct] -clock clk0 $non_clock_inputs
set_output_delay [expr $clk_period * $clk_io_pct] -clock clk0 [all_outputs]
```
**./design.v**
```verilog
`timescale 1ps/1ps
module rmii_mii(
    rmii_refclk,
    rst_l,
    rmii_txd,
    rmii_tx_en,
    rmii_rx_er,
    rmii_crs_dv,
    rmii_rxd,
    mii_rxclk,
    mii_rxd,
    mii_rx_dv,
    mii_rx_er,
    mii_crs,
    mii_col,
    mii_txclk,
    mii_txd,
    mii_tx_en,
    mii_tx_er
);
input rmii_refclk;
input rst_l;
input [1:0] rmii_txd;
input rmii_tx_en;
output rmii_rx_er;
output rmii_crs_dv;
output [1:0] rmii_rxd;
input mii_rxclk;
input [3:0] mii_rxd;
input mii_rx_dv;
input mii_rx_er;
input mii_crs;
input mii_col;
input mii_txclk;
output [3:0] mii_txd;
output mii_tx_en;
output mii_tx_er;
reg [3:0] mii_data_rx_r1;
reg [3:0] mii_data_rx_r2;
reg [1:0] rmii_data_rx_r1;
reg nib;
reg mii_crs_r1;
reg mii_crs_r2;
reg mii_rx_dv_r1;
reg mii_rx_dv_r2;
reg rmii_crs_dv_r1;
reg mii_rx_er_r1;
reg mii_rx_er_r2;
reg rmii_rx_er_r1;
reg [3:0] mii_data_tx_r1;
reg [3:0] mii_data_tx_r2;
reg [3:0] mii_data_tx_r3;
reg mii_tx_en_r1;
reg mii_tx_en_r2;
reg mii_tx_en_r3;
reg mii_clk_rx_r;
reg crs_dv_r;
always @ (posedge(rmii_refclk)) begin
    if(rst_l == 1'b0) begin
        mii_data_tx_r1 <= 4'b0000;
        mii_tx_en_r1   <= 1'b0;
    end
    else if(rmii_refclk == 1'b1) begin
        mii_data_tx_r1[1:0] <= mii_data_tx_r1[3:2];
        mii_data_tx_r1[3:2] <= rmii_txd;
        mii_tx_en_r1 <= rmii_tx_en;
    end
end
always @ (posedge(mii_txclk)) begin
    if(rst_l == 1'b0) begin
        mii_data_tx_r2 <= 4'b0000;
        mii_data_tx_r3 <= 4'b0000;
        mii_tx_en_r2   <= 1'b0;
        mii_tx_en_r3   <= 1'b0;
    end
    if(mii_txclk == 1'b1) begin
        mii_data_tx_r2 <= mii_data_tx_r1;
        mii_data_tx_r3 <= mii_data_tx_r2;
        mii_tx_en_r2   <= mii_tx_en_r1;
        mii_tx_en_r3   <= mii_tx_en_r2;
    end
end
assign mii_txd   = mii_data_tx_r3;
assign mii_tx_en = mii_tx_en_r3;
always @ (posedge(rmii_refclk)) begin
    if(rst_l == 1'b0) begin
        mii_data_rx_r1 <= 4'b0000;
        mii_data_rx_r2 <= 4'b0000;
        mii_crs_r1 <= 1'b0;
        mii_crs_r2 <= 1'b0;
        mii_rx_dv_r1 <= 1'b0;
        mii_rx_dv_r2 <= 1'b0;
        mii_rx_er_r1 <= 1'b0;
        mii_rx_er_r2 <= 1'b0;
    end
    else if (rmii_refclk == 1'b1) begin
        mii_data_rx_r1 <= mii_rxd;
        mii_data_rx_r2 <= mii_data_rx_r1;
        mii_crs_r1 <= mii_crs;
        mii_crs_r2 <= mii_crs_r1;
        mii_rx_dv_r1 <= mii_rx_dv;
        mii_rx_dv_r2 <= mii_rx_dv_r1;
        mii_rx_er_r1 <= mii_rx_er;
        mii_rx_er_r2 <= mii_rx_er_r1;
    end
end
always @ (posedge(rmii_refclk)) begin
    if(rst_l == 1'b0) begin
        rmii_data_rx_r1 <= 2'b00;
        rmii_crs_dv_r1  <= 1'b0;
        rmii_rx_er_r1   <= 1'b0;
        nib <= 1'b0;
    end
    else if (rmii_refclk == 1'b1) begin
        if(nib == 1'b0) begin
            rmii_data_rx_r1[1:0] <= mii_data_rx_r2[3:2];
            nib <= 1;
        end
        else begin
            rmii_data_rx_r1[1:0] <= mii_data_rx_r2[1:0];
            nib <= 0;
        end
        rmii_crs_dv_r1 <= (mii_crs_r2 | mii_rx_dv_r2);
        rmii_rx_er_r1  <= mii_rx_er_r2;
    end
end
assign rmii_rxd    = rmii_data_rx_r1;
assign rmii_crs_dv = rmii_crs_dv_r1;
assign rmii_rx_er  = rmii_rx_er_r1;
endmodule
```
==> out/results.tsv <==
metric	value	unit
Core Region	4115	um2
drt wl/cell	11.68	um
PD cells	2661	nW/um2
CP peak stage delay	250	ps
most frequent logic cell in the layout	dfxtp_1	
DRC viols	0	
n_diodes	0	
DP Area	1519	um2
initial antenna violation count	0	
Seq share, synth	59.20	%
share of cells above drive strength 1	22.73	%
DIE HEIGHT	68.30	um
peak supply drop	1.246	mV
pin count of the biggest net entering global routing	25	
worst clock skew	4.041	ps
tool warnings	86	
worst min-delay path class	clk -> reg	
required time worst endpoint	1700	ps
critical path's slowest cell	or2b_1	
Yosys chip area	1319	um2
Dominant cell area share	36.43	%
CTS tree	built	
post_cts resized	0	
DPL Wire Length	1072	um
All-Layer GR Usage	12.38	%
cell type with the largest total area	dfxtp_1	
P_sw	0.001376	W
Avg Cell Area, Syn	12.68	um2
Post-Place Cells	168	
Seq pwr share	24.5	%
Clock power frac	72.3	%
final setup vio count	0	
P_leak	0.9083	nW
die width	68.30	um
grt ovf	0	
Fin Hold WS	125.6	ps
iteration-0 DRC count of the detailed router	22	
io pins	25	
Final GP Congestion	0.6620	
ys cells	104	
Worst R2R Setup Slack	770	ps
Syn. warnings	2	
CP startpoint kind	clock port	
Pre-Place Util	32.05	%
synthesized area	1319	um2
Pint	0.004314	W
status	finished, final reports clean	
vias	905	
Switching Share	24.18	%
vias in the first global route	1535	
design area	2138	um2
CTS Hold Bufs	0	
first-pass GRT wire length	4181	um
cells after synthesis	104	
Distinct cells, synth	15	
RSZ-0062 raised after global routing	no	
number of buffers added on ports	20	
non-filler cells, final	204	
via density per instance	4.436	
endpoints failing hold	0	
Setup Fix Bufs, Post-CTS	1	
Crit. End Element	register	
Worst Setup Path Type	clk -> reg	
Layout area overhead	62.14	%
top cells, area	dfxtp_1 36%, edfxtp_1 23%, mux2i_1 17%	
max-slew violation count	0	
crit-path cells	clkbuf_8 -> clkbuf_8 -> clkbuf_16 -> or2b_1 -> clkbuf_8	
Top Layout Cells	24 x dfxtp_1, 22 x mux2i_1, 20 x nor2b_1, 20 x clkdlybuf4s50_1, 17 x clkbuf_8	
cell mode on critical path	clkbuf_8	
Cell Rows	23	
Yosys reg bits	34	
Critical Path AT	1610	ps
First-pass DRT Iterations	3	
Routed Antenna Nets	0	
WL final	2382	um
setup TNS	0	ps
max cap viols	0	
CP Max Fanout	6	
chip area	4665	um2
PnR Total Power	0.005689	W
Worst-path clk slew	80	ps
Logic pwr share	3.2	%
## logic make-up (layout without fill, tap and decap cells)
group,after synthesis,count (layout),synth area share (%)
AND/OR/NAND/NOR,33,33,15.56
other,1,1,0.2844
XOR/XNOR,1,1,0.6643
multiplexers,22,22,16.70
AND-OR/OR-AND,6,6,2.276
flip-flops,34,34,59.20
buffers and inverters,7,57,5.313
## critical path: cells and delay by family
family	cells	cell delay, ps
buf+inv	4	550
simple gates	1	250
## path summary, 6_finish.rpt
kind / start / end / depth (start not counted)
max: mii_txclk / mii_data_tx_r2[3]$_SDFFCE_PN0P_ / 5
min: rmii_refclk / rmii_crs_dv_r1$_SDFFE_PN0P_ / 4
max reg2reg: nib$_SDFFE_PN0P_ / rmii_data_rx_r1[1]$_SDFFE_PN0P_ / 2
min reg2reg: mii_data_tx_r1[1]$_SDFFE_PN0P_ / mii_data_tx_r1[1]$_SDFFE_PN0P_ / 2
max in group clk1: rmii_refclk / nib$_SDFFE_PN0P_ / 5
min in group clk0: mii_txclk / mii_data_tx_r2[1]$_SDFFCE_PN0P_ / 4
## synthesized netlist by cell type
master / number
or2b_1: 1
buf_12: 2
mux2i_1: 22
conb_1: 1
nor2b_1: 20
buf_6: 1
a21oi_1: 3
buf_4: 1
dfxtp_1: 24
clkbuf_1: 3
edfxtp_1: 10
xor2_1: 1
o21ai_0: 3
nor2_1: 1
and2_1: 11
## stage by stage
step	utilization (%)	setup slack, ps
floorplan	-	134.5
global placement	36.91	166.5
detailed placement	36.91	169.7
CTS	51.96	71.84
global route	51.96	33.25
finish	51.96	87.49
## registers in the layout, summed over array words and instances, names as in the netlist
signal,cells
rmii_crs_dv_r1,1
mii_data_rx_r2,4
mii_tx_en_r2,1
mii_data_tx_r1,4
mii_data_tx_r2,4
mii_data_rx_r1,4
rmii_rx_er_r1,1
mii_tx_en_r1,1
mii_data_tx_r3,4
mii_rx_dv_r1,1
mii_rx_er_r2,1
mii_tx_en_r3,1
nib,1
rmii_data_rx_r1,2
mii_crs_r2,1
mii_rx_dv_r2,1
mii_crs_r1,1
mii_rx_er_r1,1
## cell type report
| class | count | area (um2) |
|---|---|---|
| well taps | 50 | 62.56 |
| fillers | 332 | 1977 |
| multi-input cells | 63 | 467.9 |
| clock inverters | 4 | 70.07 |
| clock buffers | 32 | 549.3 |
| repair buffers | 21 | 207.7 |
| flip-flops and latches | 34 | 780.7 |
## routing by layer
| layer | track usage [%] | up-vias | part of all wire (%) |
|---|---|---|---|
| met5 | 0 | - | 0 |
| met4 | 23.44 | 0 | 4.1 |
| met3 | 14.70 | 12 | 5.9 |
| met2 | 10.66 | 38 | 46 |
| met1 | 8.503 | 419 | 44 |
| li1 | - | 436 | - |
## power groups by stage
stage	registers (W)	logic [W]	clock network (W)
CTS	0.00139	0.000185	0.00423
global route	0.00143	0.000205	0.00439
finish	0.00140	0.000181	0.00411
Power is estimated from default activity; no workload was simulated.
