==> /design/flow/run.sh <==
#!/bin/bash
# OpenROAD 26Q1-2900-gdf79404cd8, Yosys 0.63+post, stock flow scripts
make -C /OpenROAD-flow-scripts/flow DESIGN_CONFIG=/design/flow/config.mk WORK_HOME=/design/flow/orfs finish
==> /design/flow/config.mk <==
export PLATFORM = sky130hd
export DESIGN_NAME = encode
export DESIGN_NICKNAME = encode
export VERILOG_FILES = /design/flow/design.v
export SDC_FILE = /design/flow/constraint.sdc
export NUM_CORES = 4
export LEC_CHECK = 1
export CORE_AREA = 10 10 72 72
export DIE_AREA = 0 0 82 82
==> /design/flow/constraint.sdc <==
current_design encode

set clk_period 5.3
set clk_io_pct 0.2

create_clock -name clk0 -period $clk_period

set non_clock_inputs [all_inputs -no_clocks]
set_input_delay [expr $clk_period * $clk_io_pct] -clock clk0 $non_clock_inputs
set_output_delay [expr $clk_period * $clk_io_pct] -clock clk0 [all_outputs]
==> /design/flow/design.v <==
module encode (datain, dispin, dataout, dispout) ;
  input [8:0]   datain ;
  input 	    dispin ;   
  output [9:0]	dataout ;
  output	    dispout ;
  wire ai = datain[0] ;
  wire bi = datain[1] ;
  wire ci = datain[2] ;
  wire di = datain[3] ;
  wire ei = datain[4] ;
  wire fi = datain[5] ;
  wire gi = datain[6] ;
  wire hi = datain[7] ;
  wire ki = datain[8] ;
  wire aeqb = (ai & bi) | (!ai & !bi) ;
  wire ceqd = (ci & di) | (!ci & !di) ;
  wire l22 = (ai & bi & !ci & !di) |
	     (ci & di & !ai & !bi) |
	     ( !aeqb & !ceqd) ;
  wire l40 = ai & bi & ci & di ;
  wire l04 = !ai & !bi & !ci & !di ;
  wire l13 = ( !aeqb & !ci & !di) |
	     ( !ceqd & !ai & !bi) ;
  wire l31 = ( !aeqb & ci & di) |
	     ( !ceqd & ai & bi) ;
  wire ao = ai ;
  wire bo = (bi & !l40) | l04 ;
  wire co = l04 | ci | (ei & di & !ci & !bi & !ai) ;
  wire do = di & ! (ai & bi & ci) ;
  wire eo = (ei | l13) & ! (ei & di & !ci & !bi & !ai) ;
  wire io = (l22 & !ei) |
	    (ei & !di & !ci & !(ai&bi)) |   
	    (ei & l40) |
	    (ki & ei & di & ci & !bi & !ai) |  
	    (ei & !di & ci & !bi & !ai) ;
  wire pd1s6 = (ei & di & !ci & !bi & !ai) | (!ei & !l22 & !l31) ;
  wire nd1s6 = ki | (ei & !l22 & !l13) | (!ei & !di & ci & bi & ai) ;
  wire ndos6 = pd1s6 ;
  wire pdos6 = ki | (ei & !l22 & !l13) ;
  wire alt7 = fi & gi & hi & (ki | 
			      (dispin ? (!ei & di & l31) : (ei & !di & l13))) ;
  wire fo = fi & ! alt7 ;
  wire go = gi | (!fi & !gi & !hi) ;
  wire ho = hi ;
  wire jo = (!hi & (gi ^ fi)) | alt7 ;
  wire nd1s4 = fi & gi ;
  wire pd1s4 = (!fi & !gi) | (ki & ((fi & !gi) | (!fi & gi))) ;
  wire ndos4 = (!fi & !gi) ;
  wire pdos4 = fi & gi & hi ;
  wire illegalk = ki & 
		  (ai | bi | !ci | !di | !ei) &  
		  (!fi | !gi | !hi | !ei | !l31) ;  
  wire compls6 = (pd1s6 & !dispin) | (nd1s6 & dispin) ;
  wire disp6 = dispin ^ (ndos6 | pdos6) ;
  wire compls4 = (pd1s4 & !disp6) | (nd1s4 & disp6) ;
  assign dispout = disp6 ^ (ndos4 | pdos4) ;
  assign dataout = {(jo ^ compls4), (ho ^ compls4),
		    (go ^ compls4), (fo ^ compls4),
		    (io ^ compls6), (eo ^ compls6),
		    (do ^ compls6), (co ^ compls6),
		    (bo ^ compls6), (ao ^ compls6)} ;
endmodule
==> reports/metrics.yaml <==
fp-utilization: 0.1628
period_used_share: 0.9525
crit_path_start_kind: "primary input"
seq_cell_count: 0
dpl-instance-area_sq_um: 865.8
post_cts_resize_count: 0
grt_max_degree: 14
grt_pass1_wl_mm: 2.580
peakVddDrop_mv: 0.04184
syn_to_final_growth_pct: 44.17
grt_setup_unrepaired: "false"
grt-ovfl-total: 0
worst_ep_arrival_time_ns: 3.99
maxCapViolations: 0
antenna_found_initial: 0
ctsHoldBuffers: 0
final_core_util: 0.2347
core_sq_um: 3689
yosys_warnings: 0
synthesis.instances: 80
setup_viol: 0
yosysTopAreaCellShare: 0.1312
clkbuf_count: 0
vias: 633
critPathLaunch: "datain[1]"
worstHoldPathType: "in2out"
setup_tns_ns: 0
yosys_cells: 80
wirelength_mm: 1.590
die-area_sq_um: 6724
design_area_sq_um: 865.8
hpwl_mm: 1.359
worst_pin_slew_ns: 0.4800
grt_pass1_vias: 597
fin_crit_ns: 5.048
setup.worst_path.class: "in2out"
grt_usage: 0.04538
top_cells_by_area: "xnor2_1 (13%), ha_1 (10%), o21ai_0 (5.8%)"
maxSlewViolCount: 0
yosysMostFrequentCell: "xnor2_1"
numPortBuffers: 21
diodes: 0
yosysChipArea_sq_um: 600.6
seq_area_frac_synth: 0
critPathCaptureType: "primary output"
tool_warnings: 34
rows: 22
p_per_area_nw_per_um2: 123.5
synth_top_cell_by_area: "xnor2_1"
slew_headroom: 0.6790
drt_first_iter_violations: 19
drive_gt1_frac: 0.1000
cp.required_ns: 4.24
drt-vias-per-instance: 4.277
outcome: "finished, final reports clean"
p_leak_nw: 0.3100
hp-start: "datain[5]"
firstDrtPassIters: 4
avgSynthCellArea_sq_um: 7.507
synth.top_cells.by_count: "xnor2_1 (9), inv_1 (8), nand2_1 (7), o21ai_0 (7)"
crit_fanout: 8
regArea_sq_um: 0
antenna_left: 0
place.gp.congestion: 0.8793
cts_setup_buffers: 0
synth.distinct_cells: 33
drc: 0
dieHeight_microns: 82
ios: 21
wire_per_inst_microns: 10.74
die_width_microns: 82
fmax_ghz: 0.1981
netlist_area_sq_um: 600.6
total_power_mw: 0.1069
hold_viol: 0
==> metrics by stage <==
step	worst slack (ns)	hold WS, ns	cells
floorplan	1.511	2.151	80
global placement	0.2836	3.138	148
detailed placement	0.2283	3.142	148
CTS	0.2157	3.142	148
global route	0.06483	3.183	148
finish	0.2517	3.122	148
==> power by group <==
part	total (mW)	switching (mW)	internal [mW]
logic	0.107	0.0425	0.0643
clock network	0	0	0
registers	0	0	0
==> placed cells by master (no fill, tap or decap), drive strengths merged <==
cell type	synthesis	routed
a211oi	2	2
a21oi	5	5
a221oi	2	2
a22oi	1	1
a311oi	2	2
a31oi	2	2
a41o	1	1
a41oi	1	1
and3	1	1
and4	1	1
buf	2	2
clkdlybuf4s50	0	21
ha	5	5
inv	8	8
nand2	7	7
nand4b	1	1
nor2	6	6
nor2b	3	3
nor3	2	2
nor3b	1	1
nor4	2	2
o211ai	2	2
o21ai	7	7
o311ai	1	1
or2	1	1
or4b	1	1
xnor2	9	9
xor2	3	3
==> cell type report <==
cell class	count	area (sq um)
fillers	415	2823
inverters	8	30.03
multi-input cells	69	550.5
well taps	48	60.06
repair buffers	23	225.2
==> worst paths after layout <==
kind | endpoint | slack [ns] | cells after the start
setup / recovery | dataout[6] | 0.25 | 9
hold / removal | dataout[6] | 3.12 | 4
==> critical path, cell delays in order <==
cell and delay, ns:
clkdlybuf4s50_1 0.60, inv_1 0.07, ha_1 0.38, a221oi_4 0.50, nor4_1 0.11, nand4b_4 0.19, a311oi_4 0.40, xor2_1 0.18
clkdlybuf4s50_1 0.48
==> cells by family (layout without fill, tap and decap cells) <==
logic type / Yosys count / after routing / share of synthesized area
and+or+nand+nor: 26 / 26 / 0.2604
xor gates and xnor gates: 12 / 12 / 0.1750
adders and majority gates: 5 / 5 / 0.1042
AOI/OAI and AO/OA: 26 / 26 / 0.3771
buffers and inverters: 11 / 31 / 0.08332
==> routing by layer <==
metal  routed length (microns)  GRT usage
met5                         0          0
met4                         0   0.001701
met3                        93   0.009912
met2                       759    0.07680
met1                       736    0.06068
No activity file was given, so power comes from the tool's default toggle rates.
