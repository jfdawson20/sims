==> /design/flow/design.v <==
module decode (datain, dispin, dataout, dispout, code_err, disp_err) ;
  input [9:0]   datain ;
  input		dispin ;
  output [8:0]	dataout ;
  output	dispout ;
  output	code_err ;
  output	disp_err ;
  wire ai = datain[0] ;
  wire bi = datain[1] ;
  wire ci = datain[2] ;
  wire di = datain[3] ;
  wire ei = datain[4] ;
  wire ii = datain[5] ;
  wire fi = datain[6] ;
  wire gi = datain[7] ;
  wire hi = datain[8] ;
  wire ji = datain[9] ;
  wire aeqb = (ai & bi) | (!ai & !bi) ;
  wire ceqd = (ci & di) | (!ci & !di) ;
  wire p22 = (ai & bi & !ci & !di) |
	     (ci & di & !ai & !bi) |
	     ( !aeqb & !ceqd) ;
  wire p13 = ( !aeqb & !ci & !di) |
	     ( !ceqd & !ai & !bi) ;
  wire p31 = ( !aeqb & ci & di) |
	     ( !ceqd & ai & bi) ;
  wire p40 = ai & bi & ci & di ;
  wire p04 = !ai & !bi & !ci & !di ;
  wire disp6a = p31 | (p22 & dispin) ;  
   wire disp6a2 = p31 & dispin ;   
   wire disp6a0 = p13 & ! dispin ;  
  wire disp6b = (((ei & ii & ! disp6a0) | (disp6a & (ei | ii)) | disp6a2 |
		  (ei & ii & di)) & (ei | ii | di)) ;
  wire p22bceeqi = p22 & bi & ci & (ei == ii) ;
  wire p22bncneeqi = p22 & !bi & !ci & (ei == ii) ;
  wire p13in = p13 & !ii ;
  wire p31i = p31 & ii ;
  wire p13dei = p13 & di & ei & ii ;
  wire p22aceeqi = p22 & ai & ci & (ei == ii) ;
  wire p22ancneeqi = p22 & !ai & !ci & (ei == ii) ;
  wire p13en = p13 & !ei ;
  wire anbnenin = !ai & !bi & !ei & !ii ;
  wire abei = ai & bi & ei & ii ;
  wire cdei = ci & di & ei & ii ;
  wire cndnenin = !ci & !di & !ei & !ii ;
  wire p22enin = p22 & !ei & !ii ;
  wire p22ei = p22 & ei & ii ;
  wire p31dnenin = p31 & !di & !ei & !ii ;
  wire p31e = p31 & ei ;
  wire compa = p22bncneeqi | p31i | p13dei | p22ancneeqi | 
		p13en | abei | cndnenin ;
  wire compb = p22bceeqi | p31i | p13dei | p22aceeqi | 
		p13en | abei | cndnenin ;
  wire compc = p22bceeqi | p31i | p13dei | p22ancneeqi | 
		p13en | anbnenin | cndnenin ;
  wire compd = p22bncneeqi | p31i | p13dei | p22aceeqi |
		p13en | abei | cndnenin ;
  wire compe = p22bncneeqi | p13in | p13dei | p22ancneeqi | 
		p13en | anbnenin | cndnenin ;
  wire ao = ai ^ compa ;
  wire bo = bi ^ compb ;
  wire co = ci ^ compc ;
  wire do = di ^ compd ;
  wire eo = ei ^ compe ;
  wire feqg = (fi & gi) | (!fi & !gi) ;
  wire heqj = (hi & ji) | (!hi & !ji) ;
  wire fghj22 = (fi & gi & !hi & !ji) |
		(!fi & !gi & hi & ji) |
		( !feqg & !heqj) ;
  wire fghjp13 = ( !feqg & !hi & !ji) |
		 ( !heqj & !fi & !gi) ;
  wire fghjp31 = ( (!feqg) & hi & ji) |
		 ( !heqj & fi & gi) ;
  wire dispout = (fghjp31 | (disp6b & fghj22) | (hi & ji)) & (hi | ji) ;
  wire ko = ( (ci & di & ei & ii) | ( !ci & !di & !ei & !ii) |
		(p13 & !ei & ii & gi & hi & ji) |
		(p31 & ei & !ii & !gi & !hi & !ji)) ;
  wire alt7 =   (fi & !gi & !hi &  
		 ((dispin & ci & di & !ei & !ii) | ko |
		  (dispin & !ci & di & !ei & !ii))) |
		(!fi & gi & hi &  
		 (( !dispin & !ci & !di & ei & ii) | ko |
		  ( !dispin & ci & !di & ei & ii))) ;
  wire k28 = (ci & di & ei & ii) | ! (ci | di | ei | ii) ;
  wire k28p = ! (ci | di | ei | ii) ;
  wire fo = (ji & !fi & (hi | !gi | k28p)) |
	    (fi & !ji & (!hi | gi | !k28p)) |
	    (k28p & gi & hi) |
	    (!k28p & !gi & !hi) ;
  wire go = (ji & !fi & (hi | !gi | !k28p)) |
	    (fi & !ji & (!hi | gi |k28p)) |
	    (!k28p & gi & hi) |
	    (k28p & !gi & !hi) ;
  wire ho = ((ji ^ hi) & ! ((!fi & gi & !hi & ji & !k28p) | (!fi & gi & hi & !ji & k28p) | 
			    (fi & !gi & !hi & ji & !k28p) | (fi & !gi & hi & !ji & k28p))) |
	    (!fi & gi & hi & ji) | (fi & !gi & !hi & !ji) ;
  wire disp6p = (p31 & (ei | ii)) | (p22 & ei & ii) ;
  wire disp6n = (p13 & ! (ei & ii)) | (p22 & !ei & !ii) ;
  wire disp4p = fghjp31 ;
  wire disp4n = fghjp13 ;
  assign code_err = p40 | p04 | (fi & gi & hi & ji) | (!fi & !gi & !hi & !ji) |
		    (p13 & !ei & !ii) | (p31 & ei & ii) | 
		    (ei & ii & fi & gi & hi) | (!ei & !ii & !fi & !gi & !hi) | 
		    (ei & !ii & gi & hi & ji) | (!ei & ii & !gi & !hi & !ji) |
		    (!p31 & ei & !ii & !gi & !hi & !ji) |
		    (!p13 & !ei & ii & gi & hi & ji) |
		    (((ei & ii & !gi & !hi & !ji) | 
		      (!ei & !ii & gi & hi & ji)) &
		     ! ((ci & di & ei) | (!ci & !di & !ei))) |
		    (disp6p & disp4p) | (disp6n & disp4n) |
		    (ai & bi & ci & !ei & !ii & ((!fi & !gi) | fghjp13)) |
		    (!ai & !bi & !ci & ei & ii & ((fi & gi) | fghjp31)) |
		    (fi & gi & !hi & !ji & disp6p) |
		    (!fi & !gi & hi & ji & disp6n) |
		    (ci & di & ei & ii & !fi & !gi & !hi) |
		    (!ci & !di & !ei & !ii & fi & gi & hi) ;
  assign dataout = {ko, ho, go, fo, eo, do, co, bo, ao} ;
   assign disp_err = ((dispin & disp6p) | (disp6n & !dispin) |
		      (dispin & !disp6n & fi & gi) |
		      (dispin & ai & bi & ci) |
		      (dispin & !disp6n & disp4p) |
		      (!dispin & !disp6p & !fi & !gi) |
		      (!dispin & !ai & !bi & !ci) |
		      (!dispin & !disp6p & disp4n) |
		      (disp6p & disp4p) | (disp6n & disp4n)) ;
endmodule
==> /design/flow/run.sh <==
#!/bin/bash
# OpenROAD 26Q1-2900-gdf79404cd8, Yosys 0.63+post, stock flow scripts
make -C /OpenROAD-flow-scripts/flow DESIGN_CONFIG=/design/flow/config.mk WORK_HOME=/design/flow/orfs finish
==> /design/flow/config.mk <==
export PLATFORM = sky130hd
export DESIGN_NAME = decode
export DESIGN_NICKNAME = decode
export VERILOG_FILES = /design/flow/design.v
export SDC_FILE = /design/flow/constraint.sdc
export NUM_CORES = 4
export LEC_CHECK = 1
export CORE_AREA = 10 10 95 95
export DIE_AREA = 0 0 105 105
==> /design/flow/constraint.sdc <==
current_design decode

set clk_period 2.8
set clk_io_pct 0.2

create_clock -name clk0 -period $clk_period

set non_clock_inputs [all_inputs -no_clocks]
set_input_delay [expr $clk_period * $clk_io_pct] -clock clk0 $non_clock_inputs
set_output_delay [expr $clk_period * $clk_io_pct] -clock clk0 [all_outputs]
==> results.txt <==
impl run done, here's what came out: global-route usage over all layers=0.0709, CP Max Fanout=4, WHS Endpoint=dataout[3], DRT antenna net count=0, most used standard cells in the synthesized netlist=20 x sky130_fd_sc_hd__o21ai_0, 17 x sky130_fd_sc_hd__nor2_1, 14 x sky130_fd_sc_hd__ha_1, sequential cell count=0, HPWL after DPL=3150 um, proportion of synthesized chip area in sequential cells=0, hold-fix buffer count after cts=0, Max Fclk=364 MHz, share of final-layout standard cells stronger than drive strength 1=0.485, worst relative slew slack=0.739, synthesized instance count=164, fraction of power consumed by sequential logic=0, initial DRC count=82, via count of the first global-routing pass=1,403, post-place setup slack=-876 ps, RD Place Congestion=0.899, post-detailed-route DRC marker count=0, die span in x=105 um, placed cell count=317, required arrival time at the worst endpoint=2240 ps, dominant cells by area after synthesis=sky130_fd_sc_hd__ha_1 16%, sky130_fd_sc_hd__o21ai_0 9.3%, sky130_fd_sc_hd__buf_4 7.0%, slowest stage cell, crit path=sky130_fd_sc_hd__a221oi_4, Final Hold Violation Tally=0, TritonRoute pass-1 iters=6, final count of pins violating max slew=0, mean post-synth cell area=6.56 um^2, Post-Layout Cell Count=331, Area leader share=0.163, list of cells traversed by the critical path=buf_8 > inv_6 > ha_4 > and4bb_2 > a221oi_4 > o221ai_2 > buf_4 > a211oi_2 > xnor2_1 > buf_2, area of the core=0.00691 mm^2, count of yosys warnings during synthesis=0, largest vdd supply drop=0.0926 mV, io pins=23, combinational cell fraction of total power=1.000, instance count along the most critical hold path=4, n_diodes=0, leading area contributor after synthesis=sky130_fd_sc_hd__ha_1, Worst setup SP type=primary input, maximum number of pins on one net before global-route repair=18, category of the critical setup timing path=in -> out, yosys stat area=0.00108 mm^2, unrepaired setup endpoints after global routing=yes, post-route core utilization=0.292, post-DR vias/cell=4.50, result of the run=completed, vias post-DR=1,488, synthesis-to-finish area growth=87.6%, fraction of the core area occupied by cells at floorplan=0.156, chip footprint=0.0110 mm^2, Hold Startpoint=datain[3], number of standard-cell rows in the floorplan=30, total number of warnings across the stage logs=42, Die H=105 um, Setup-failing EPs final=0, total wire length=4160 um, clock network fraction of design power=0, shortest period the worst path allows=2740 ps, top cell type by instance count after synthesis=sky130_fd_sc_hd__o21ai_0, Flop area=0 um^2, synthesized area=0.00108 mm^2, number of buffers inserted by port buffering=23, Sw Ratio=0.455, global-route wire length before repair=6890 um, worst setup margin=56.3 ps, power density over cell area=180 mW/mm^2, Critical Path AT=2180 ps, cell count listed in synth_stat.txt=164, number of clock buffer instances in the layout=0, Hold Crit Class=in -> out, GR Overflow Total=0, fraction of the cycle the final worst path needs=0.980, Pleak=0.864 nW, switching power total=0.165 mW, Crit. End Element=output port, number of antenna violations at the first check in global routing=0, delay contributed by the slowest stage of the critical path=280 ps, Unique masters post-synth=46, actual transition at the worst max-transition pin=391 ps, internal power consumption=0.198 mW, Max-Cap Viols=0, average detailed-routed wire length per instance=12.6 um
[cell type report]
type / instances / area (um^2)
timing repair buffer: 87 / 722
fill: 744 / 4890
tap: 96 / 120
inverter: 11 / 50.0
multi-input combinational: 137 / 1130
[routing by layer]
| layer | vias up | wire, um | global-route usage |
|---|---|---|---|
| met5 | - | 0 | 0 |
| met4 | 0 | 0 | 0 |
| met3 | 0 | 82 | 0.00311 |
| met2 | 25 | 1840 | 0.115 |
| met1 | 697 | 2240 | 0.107 |
| li1 | 766 | - | - |
[repair_timing]
item | 4_1_cts | 5_1_grt
gates cloned | 0 | 0
setup endpoints to repair | 12 | 12
gates resized | 88 | 20
setup buffers | 13 | 1
pin swaps | 15 | 8
[worst max-delay path, delay by kind of cell]
kind / cells / cell delay [ps]
buffers and inverters: 4 / 430
AOI/OAI and AO/OA: 3 / 610
and+or+nand+nor: 1 / 250
xor gates and xnor gates: 1 / 140
adders and majority gates: 1 / 200
[logic make-up (layout without fill, tap and decap cells)]
| family | Yosys count | in the layout | share of synthesized area |
|---|---|---|---|
| AOI/OAI and AO/OA | 64 | 64 | 0.390 |
| buffers and inverters | 27 | 98 | 0.129 |
| muxes | 3 | 3 | 0.0279 |
| xor gates and xnor gates | 1 | 1 | 0.00814 |
| adders and majority gates | 14 | 14 | 0.163 |
| and+or+nand+nor | 55 | 55 | 0.283 |
[metrics by stage]
step	area, um^2	total power, mW	hold WS (ps)	TNS (ps)
detailed placement	1720	0.302	2210	-7810
global route	2020	0.396	1550	-85.3
floorplan	1090	0.156	1240	0
global placement	1720	0.302	2220	-7700
CTS	1960	0.350	1540	0
finish	2020	0.363	1530	0
[layout by cell type (no fill, tap or decap), types with 4 or more instances in the layout]
master,netlist,routed
sky130_fd_sc_hd__buf_4,10,52
sky130_fd_sc_hd__nor2_1,17,16
sky130_fd_sc_hd__o21ai_0,20,12
sky130_fd_sc_hd__buf_6,0,12
sky130_fd_sc_hd__a21oi_1,12,10
sky130_fd_sc_hd__o21ai_1,1,8
sky130_fd_sc_hd__ha_1,14,7
sky130_fd_sc_hd__dlygate4sd2_1,0,7
sky130_fd_sc_hd__buf_2,0,7
sky130_fd_sc_hd__nand2_1,7,6
sky130_fd_sc_hd__inv_2,0,5
sky130_fd_sc_hd__a22oi_1,5,4
sky130_fd_sc_hd__a31oi_1,4,4
sky130_fd_sc_hd__ha_4,0,4
[power groups by stage]
stage	Combinational, mW	Sequential [mW]	Clock, mW
global route	0.396	0	0
finish	0.363	0	0
CTS	0.350	0	0
[how the worst max path moves through the flow]
stage	startpoint	slack [ps]	cells after the start	to
final	datain[2]	60	10	dataout[3]
after global routing	datain[2]	-40	12	dataout[4]
after CTS	datain[5]	10	7	dataout[6]
Power figures rest on the tool's default switching activity, not on a simulated workload.
